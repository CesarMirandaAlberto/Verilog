**design/flow/run.sh**
```bash
#!/bin/bash
# OpenROAD 26Q1-2900-gdf79404cd8, Yosys 0.63+post, stock flow scripts
make -C /OpenROAD-flow-scripts/flow DESIGN_CONFIG=/design/flow/config.mk WORK_HOME=/design/flow/orfs finish
```
**design/flow/config.mk**
```make
export PLATFORM = sky130hd
export DESIGN_NAME = Top
export DESIGN_NICKNAME = Top
export VERILOG_FILES = /design/flow/design.v
export SDC_FILE = /design/flow/constraint.sdc
export NUM_CORES = 4
export LEC_CHECK = 1
export CORE_UTILIZATION = 30
```
**design/flow/constraint.sdc**
```tcl
current_design Top

set clk_period 3.8
set clk_io_pct 0.2

create_clock -name clk0 -period $clk_period [get_ports {CLK_50MHZ}]

set non_clock_inputs [all_inputs -no_clocks]
set_input_delay [expr $clk_period * $clk_io_pct] -clock clk0 $non_clock_inputs
set_output_delay [expr $clk_period * $clk_io_pct] -clock clk0 [all_outputs]
```
**design/flow/design.v**
```verilog
module DoubleDabble(
	input [7:0] X,
	output reg [3:0] Centenas,
	output reg [3:0] Decenas,
	output reg [3:0] Unidades
);
	integer i;  
	reg [19:0] Desplazamiento;  
	always@(*) begin
		Desplazamiento = 20'd0; 
		Desplazamiento[7:0] = X;
		for(i=0; i< 8; i=i+1) begin
			if(Desplazamiento[11:8] >= 5) begin
				Desplazamiento[11:8] = Desplazamiento[11:8] + 3;
			end
			if(Desplazamiento[15:12] >= 5) begin
				Desplazamiento[15:12] = Desplazamiento[15:12] + 3;
			end
			if(Desplazamiento[19:16] >= 5) begin
				Desplazamiento[19:16] = Desplazamiento[19:16] + 3;
			end
			Desplazamiento = {Desplazamiento[18:0], 1'b0};
		end
			Centenas = Desplazamiento[19:16];
			Decenas = Desplazamiento [15:12];
			Unidades = Desplazamiento[11:8];
	end  
endmodule  
module DecoderBCD_7Seg(
	input [3:0] Binario,
	output reg [6:0] Decimal
);
	parameter NUMEROCERO = 7'b1000000;
	parameter NUMEROUNO = 7'b1111001;
	parameter NUMERODOS = 7'b0100100;
	parameter NUMEROTRES = 7'b0110000;
	parameter NUMEROCUATRO = 7'b0011001;
	parameter NUMEROCINCO = 7'b0010010;
	parameter NUMEROSEIS = 7'b0000010;
	parameter NUMEROSIETE = 7'b1111000;
	parameter NUMEROOCHO = 7'b0000000;
	parameter NUMERONUEVE = 7'b0011000;
	parameter APAGADO = 7'b1111111;
	always@(*) begin
		Decimal = APAGADO;
		case (Binario)  
			4'b0000: Decimal = NUMEROCERO;
			4'b0001: Decimal = NUMEROUNO;
			4'b0010: Decimal = NUMERODOS;
			4'b0011: Decimal = NUMEROTRES;
			4'b0100: Decimal = NUMEROCUATRO;
			4'b0101: Decimal = NUMEROCINCO;
			4'b0110: Decimal = NUMEROSEIS;
			4'b0111: Decimal = NUMEROSIETE;
			4'b1000: Decimal = NUMEROOCHO;
			4'b1001: Decimal = NUMERONUEVE;
			default : Decimal = APAGADO;
		endcase
	end  
endmodule 
module Modulo_TOP(
	input clk_top,
	input rst_top,
	input Aumentar,
	input Disminuir,
	output SalidaPWM_Top,
	output [  6:0] DisplayCentenas,
	output [  6:0] DisplayDecenas,
	output [  6:0] DisplayUnidades
);
	parameter FRECUENCIA = 50_000_000;
	parameter  RESOLUCIONPWM =$clog2(100+1);
	reg [RESOLUCIONPWM-1:0] DUTY = 50; 
	wire [7:0] DutyBin;
	wire [3:0] BufferCentenas, BufferDecenas, BufferUnidades;
	wire BSRAumentar, BSRDisminuir;
	reg [$clog2(  FRECUENCIA + 1) : 0] ContadorArranque;
	reg Flag_Arranque = 1'b0;
	always@(posedge clk_top or posedge rst_top) begin
		if(rst_top) begin  
			ContadorArranque <= 0;
			Flag_Arranque <= 1'b0;
		end
		else begin  
			if(ContadorArranque <   1_000_000 ) begin
				ContadorArranque <= ContadorArranque + 1'b1;
				Flag_Arranque <= 1'b0;
			end
			else begin
				Flag_Arranque <= 1'b1;
			end
		end
	end 
	assign DutyBin = DUTY;
	Pwm IPWM(.clk(clk_top), .rst(rst_top), .dutyCy(DUTY), .SalidaPwm(SalidaPWM_Top));
	DoubleDabble IADD(.X(DutyBin), .Centenas(BufferCentenas ), .Decenas(BufferDecenas ), .Unidades(BufferUnidades ));
	PresionarBoton IBA(.clk(clk_top), .rst(rst_top), .Boton_CR(Aumentar), .BotonEstable(BSRAumentar));
	PresionarBoton IBD(.clk(clk_top), .rst(rst_top), .Boton_CR(Disminuir), .BotonEstable(BSRDisminuir));
	DecoderBCD_7Seg IDC(.Binario(BufferCentenas), .Decimal(DisplayCentenas));
	DecoderBCD_7Seg IDD(.Binario(BufferDecenas), .Decimal(DisplayDecenas));
	DecoderBCD_7Seg IDU(.Binario(BufferUnidades), .Decimal(DisplayUnidades));
	always@(posedge clk_top or posedge rst_top) begin
		if(rst_top) begin  
			DUTY <= 0;
		end
		else if(Flag_Arranque) begin  
			if(BSRAumentar && DUTY <100) begin
				DUTY <= DUTY +10;
			end
			else if(BSRDisminuir && DUTY >0) begin
				DUTY <= DUTY -10;
			end
		end
	end
endmodule  
module PresionarBoton
	#(	 
		parameter FRECUENCIA_CLK = 50_000_000,
		parameter TIEMPO_ESPERA = 10
	)
	(  
		input clk,
		input rst,
		input Boton_CR,
		output reg BotonEstable
	);
	parameter LIMITE = (FRECUENCIA_CLK / 1000) *  TIEMPO_ESPERA;
	reg Sincronizador1;
	reg Sincronizador2;
	reg PulsoEstable;
	reg [$clog2(LIMITE+1)-1:0] Contador;
	reg DetectorFlanco;
	always@(posedge clk or posedge rst) begin
			if(rst) begin  
				Sincronizador1 <= 1'b0;
				Sincronizador2 <= 1'b0;
				BotonEstable <= 1'b0;
				Contador <= 1'b0;
				DetectorFlanco <= 1'b0;
				PulsoEstable <= 1'b0;
			end
			else begin
				Sincronizador1 <= Boton_CR;
				Sincronizador2 <= Sincronizador1;
				if(Sincronizador2 == PulsoEstable) begin
					Contador <= 0;
				end
				else begin
					if(Contador < LIMITE) begin  
						Contador <= Contador +1;
					end
					else begin  
						PulsoEstable <= Sincronizador2;
						Contador <= 1'b0;
					end
				end
				BotonEstable <=  PulsoEstable && (! DetectorFlanco);
				DetectorFlanco <= PulsoEstable;
			end
	end 
endmodule  
module Pwm#(  
	parameter RESOLUCION = 100, 
	parameter TR = $clog2(RESOLUCION+1)
)
(
	input clk,
	input rst,
	input [TR-1:0] dutyCy,
	output reg SalidaPwm
);
	reg [TR-1:0] ContadorPWM = 0;
	always@(posedge clk or posedge rst) begin
		if (rst) begin  
			ContadorPWM <= 0;
			SalidaPwm <= 1'b0;
		end 
		else begin
			if (ContadorPWM == RESOLUCION) begin
				ContadorPWM <= 0;
			end
			else begin
				ContadorPWM <= ContadorPWM + 1;
			end
			if (ContadorPWM < dutyCy) begin
				SalidaPwm <= 1'b1;
			end
			else begin
				SalidaPwm <= 1'b0;
			end
		end
	end 
endmodule  
module Top(
	input CLK_50MHZ,
	input RST,
	input BTN_AUMENTAR,
	input BTN_DISMINUIR,
	output DUTY,
	output [6:0] DISPLAYCENTENAS,
	output [6:0] DISPLAYDECENAS,
	output [6:0] DISPLAYUNIDADES
);
	Modulo_TOP IMT(.clk_top(CLK_50MHZ), .rst_top(RST), .Aumentar(BTN_AUMENTAR),.Disminuir(BTN_DISMINUIR),
				   .SalidaPWM_Top(DUTY), .DisplayCentenas(DISPLAYCENTENAS), .DisplayDecenas(DISPLAYDECENAS), 
				   .DisplayUnidades(DISPLAYUNIDADES));
endmodule  
```
==> reports/metrics.csv <==
metric;value;unit
Register Area;0.00225;mm2
die span in x;133;um
Crit-path slowest cell;a2111o_1;
Slew @ Worst Pin;642;ps
Final Setup Violations;18;
H-tree Lvls;3;
unrepaired setup endpoints after global routing;yes;
Final min period;5760;ps
WP data required;3040;ps
logic area;0.00303;mm2
fin worst setup slack;-1960;ps
period utilization;152;%
drt initial violations;171;
crit-path max FO;5;
biggest cell delay along the critical path;510;ps
total track usage;12.0;%
clk sink count;90;
Die Y;133;um
n_diodes;0;
Cells after Synth;527;
Synth top area share;43.5;%
synthesis area per yosys;0.00517;mm2
CP Launch Type;register;
Max Clk Rate;0.174;GHz
GP Congestion;0.852;
cells in synth_stat.txt;527;
static leakage;3.23;nW
Area Growth Syn to Fin;33.8;%
clock-pin slew on the worst setup and hold paths;60;ps
routed via count;4082;
violated checks;negative setup slack;
biggest area cells;dfrtp_1 44%, ha_1 6.0%, xor2_1 5.6%;
GRT overflow;0;
Post-Syn Area per Cell;9.82;um2
largest net degree at the start of global routing;35;
Initial Util;31.0;%
wire per inst;11.5;um
filler instances;1558;
Worst Setup Path Type;register to output pin;
post-layout util;41.5;%
root buffer cell;clkbuf_16;
DPL Wire Length;7020;um
row cnt;47;
synth warn;5;
top-level I/O count;26;
Power, Total;1.85;mW
Pins Over Slew Limit;0;
Most Frequent Cell on Critical Path;ha_4;
predominant post-synthesis flop cell;dfrtp_1;
post-synth cell types;71;
Worst Hold Class;register to register;
clk_skew;7.27;ps
Peak VDD IR;0.220;mV
status;finished, violations left;
max_cap viols;0;
Max Root-Sink Buffers;2;
tool warnings;33;
die area;0.0178;mm2
Pwr Density;267;mW/mm2
DR pass1 iterations;4;
Via density;4.71;
antenna violations before repair;0;
Async S/R FF share, synth;100;%
total core area;0.0167;mm2
Num CTS Buffers;9;
CTS tree;built;
Seq share, synth;43.5;%
final wirelength;9950;um
post-route ant nets;0;
crit path capture type;output pin;
vias in the first global route;3958;
Netlist Area Pre-Place;0.00517;mm2
Synth area leader;dfrtp_1;
Skew-Pair Late Insertion Delay;340;ps
layout cells sized above 1;32.1;%
slew margin rel.;57.1;%
Fin Hold WS;350;ps
number of enable flip-flop cells;0;
number of port buffers;22;
Final Hold Vio Count;0;
Yosys reg bits;90;
DRC;0;
first-pass GRT wire length;17700;um
CP arrival;5000;ps
[Yosys cell counts (all sizes together) (2+ instances only)]
library cell,instances
a21oi,18
nor2b,3
a21o,4
mux2i,7
and3,13
inv,21
nand2,31
nand3,27
o21bai,3
nor2,68
a31o,2
a211o,2
o21a,2
xor2,33
nand4,14
nand2b,2
o31ai,5
and4,8
o211ai,3
clkbuf,12
nor3,10
a41oi,2
or3,3
mux2,6
a21boi,4
ha,25
a31oi,2
o21ai,19
a211oi,5
nor4,9
or2,3
buf,13
o22ai,3
dfrtp,90
or4,3
xnor2,31
conb,2
[final cells by class]
type	count	area share, %
inverter	21	1.23
tap	220	3.97
clock inverter	7	0.849
clock buffer	9	3.25
timing repair buffer	128	14.4
sequential	90	32.5
multi-input combinational	392	43.8
[sequential cells by signal (all words and copies together), names as in the netlist, 6 cells and up]
signal / cells
IMT.IBD.Contador: 19
IMT.ContadorArranque: 27
IMT.DUTY: 6
IMT.IPWM.ContadorPWM: 7
IMT.IBA.Contador: 19
[cells in the final DEF (no fill, tap or decap), drive strengths merged, types with 14 or more instances in the layout]
cell	synthesis	layout
nand2	31	31
inv	21	25
a21oi	18	18
xor2	33	33
nand3	27	27
xnor2	31	31
dfrtp	90	90
buf	13	117
nor2	68	68
nand4	14	14
o21ai	19	19
ha	25	25
[path summary, 6_finish.rpt]
kind	from	end	slack [ps]	cells past startpoint
worst max-delay path	IMT.DUTY[4]	DISPLAYDECENAS[3]	-1960	28
worst min-delay path	IMT.IBD.Sincronizador1	IMT.IBD.Sincronizador2	350	0
worst max register to register	IMT.DUTY[4]	IMT.DUTY[6]	890	12
worst min register to register	IMT.IBD.Sincronizador1	IMT.IBD.Sincronizador2	350	0
max in group asynchronous	RST	IMT.ContadorArranque[24]	2220	3
min in group asynchronous	RST	IMT.IBA.Contador[15]	790	2
[metal layers]
metal / share of wire [%] / vias to the layer above / GRT usage (%)
met2: 45 / 55 / 18.6
met5: 0 / - / 0
li1: - / 2094 / -
met4: 0.76 / 0 / 1.14
met1: 52 / 1928 / 18.9
met3: 3.0 / 5 / 1.75
[worst max-delay path, delay by kind of cell (launching register included)]
| family | cells | cell delay [ps] |
|---|---|---|
| compound gates | 6 | 1230 |
| fa+ha+maj | 7 | 1100 |
| mux | 3 | 650 |
| simple gates | 4 | 610 |
| buf+inv | 7 | 490 |
| flops | 1 | 430 |
| xor+xnor | 1 | 140 |
[cell families (layout without fill, tap and decap cells)]
family,after synthesis,count (layout),share of synthesized area [%]
flip-flops,90,90,43.5
AND/OR/NAND/NOR,198,198,19.6
other,2,3,0.145
AND-OR/OR-AND,88,88,12.4
multiplexers,13,13,2.80
adder cells (fa/ha/maj),26,26,6.43
XOR/XNOR,64,64,10.8
buffers and inverters,46,165,4.30
[timing repair]
action	4_1_cts	5_1_grt
buffers inserted	20	10
setup endpoints to repair	18	18
pin swaps	30	33
cloned	0	0
gates resized	73	21
hold buffers	0	0
[through the flow]
| stage | cells | TNS, ps | setup WS [ps] | instance area (um2) |
|---|---|---|---|---|
| 3_5_place_dp | 824 | -29580 | -2060 | 6290 |
| 4_1_cts | 859 | -29600 | -2010 | 6820 |
| 3_3_place_gp | 824 | -28330 | -1960 | 6290 |
| 6_report | 867 | -29640 | -1960 | 6930 |
| 2_1_floorplan | 528 | -22270 | -1770 | 5350 |
| 5_1_grt | 867 | -33920 | -2180 | 6930 |
[power breakdown]
part / switching [mW] / internal [mW]
Combinational: 0.0295 / 0.0111
Sequential: 0.00637 / 0.965
Clock: 0.382 / 0.456
Power and IR drop assume default switching activity.
