--- flow/run.sh ---
#!/bin/bash
# OpenROAD 26Q1-2900-gdf79404cd8, Yosys 0.63+post, stock flow scripts
make -C /OpenROAD-flow-scripts/flow DESIGN_CONFIG=/design/flow/config.mk WORK_HOME=/design/flow/orfs finish
--- flow/config.mk ---
export PLATFORM = sky130hd
export DESIGN_NAME = Mini_Memoria
export DESIGN_NICKNAME = Mini_Memoria
export VERILOG_FILES = /design/flow/design.v
export SDC_FILE = /design/flow/constraint.sdc
export NUM_CORES = 4
export LEC_CHECK = 1
export CORE_UTILIZATION = 40
--- flow/constraint.sdc ---
current_design Mini_Memoria

set clk_period 2.1
set clk_io_pct 0.2

create_clock -name clk0 -period $clk_period [get_ports {clk}]

set non_clock_inputs [all_inputs -no_clocks]
set_input_delay [expr $clk_period * $clk_io_pct] -clock clk0 $non_clock_inputs
set_output_delay [expr $clk_period * $clk_io_pct] -clock clk0 [all_outputs]
--- flow/design.v ---
module Mini_Memoria(
	input clk,
	input rst,
	input wre,
	input [1:0] DEentrada,
	input [3:0] Direccion,
	output [1:0] DSalida
);
	reg [1:0] LocalidadesMemoria [0:15];
	integer i;
	parameter LOCALIDADES = 16;	
	always@(posedge clk or posedge rst) begin
		if(rst) begin
			for(i =0; i<LOCALIDADES; i= i+1)
				LocalidadesMemoria[i] <= 2'b00;  
		end 
		else begin	
			if(wre)
				LocalidadesMemoria[Direccion] <= DEentrada;  
		end
	end  
	assign DSalida = LocalidadesMemoria[Direccion];  
endmodule  
==> flow_summary_export.csv <==
group,metric,value,unit
drt,vias_per_cell,5.55,
drt,drtAntennaViolNets,0,
sta,layout_min_cycle_time,2.03,ns
job,drv_cap,0,
floorplan,num_rows,23,
setup_path,reg2reg_depth,1,
min_path,min_path_cells,1,
drt,diodes,0,
floorplan,core-area,4060,µm²
sta,setup_viol,0,
clocking,clockBufferDepth,2,
sta,maxSlewHeadroom,0.622,
min_path,hold_end,"LocalidadesMemoria[2][1]$_DFFE_PP0P_",
floorplan,die_area,4570,µm²
global_routing,grt_pass1_wl,6.22,mm
global_routing,grt_util_met2,0.277,
min_path,hp-start,"LocalidadesMemoria[2][1]$_DFFE_PP0P_",
floorplan,dieWidth,67.6,µm
setup_path,cp-end-kind,"output pin",
drt,drtIter0Drc,90,
global_routing,busiest_layer,"met1",
yosys,top_area_cell,"dfrtp_1",
yosys,yosys.stat.seqShare,0.465,
global_routing,grt_pass1_vias,1269,
pwr,cellPowerDensity,792,nW/µm²
global_routing,grt.met1_usage,0.307,
yosys,edf_count,0,
pwr,p_leak,0.000882,µW
yosys,yosys_area,1720,µm²
placement,dp_cells,220,
yosys,syn_area,1720,µm²
setup_path,timing.rr.end,"LocalidadesMemoria[14][0]$_DFFE_PP0P_",
clocking,cts_sinks,32,
global_routing,gr-usage-met3,0.0274,
clocking,ctsRootBufferMaster,"clkbuf_8",
sta,grt_setup_unrepaired,"no",
sta,tns,0,ns
yosys,topCellsByArea,"dfrtp_1 47%, mux2_2 21%, nand3b_1 7.0%, nor2_1 3.1%, nand2b_1 2.2%",
pwr,power,1670,µW
finish,largestRegisters,"LocalidadesMemoria: 32 flops",
clocking,hold_buffers,0,
setup_path,rr_startpoint,"LocalidadesMemoria[14][0]$_DFFE_PP0P_",
setup_path,required,1.68,ns
sta,fin_ws,0.0697,ns
drt,vias,1281,
sta,fmax,493,MHz
job,warnings,25,
placement,place_area,1950,µm²
finish,regArea,801,µm²
status,status,"completed",
clocking,cts_made_buffers,5,
finish,largest_reg_flops,32,
drt,dr.pass1.iters,4,
global_routing,grt_max_degree,33,
finish,fin_area,2110,µm²
yosys,ys_cells,154,
placement,pre_cts_slack,-0.642,ns
floorplan,die_h,67.6,µm
clocking,cts_htree_levels,2,
floorplan,fp_util,0.424,
clocking,cts_tree,"built",
drt,wl_per_cell,15.9,µm
finish,final_cells,231,
yosys,ys_warn_count,2,
sta,hold_viol_final,0,
yosys,synthFlopType,"dfrtp_1",
finish,logic_area,895,µm²
yosys,synth_top_area_share,0.465,
floorplan,io_pins,11,
yosys,netlist_top_cells_count,"32 x dfrtp_1, 32 x mux2_2, 16 x nand3b_1, 14 x nor2_1, 6 x nand2b_1",
drt,drc,0,
clocking,clock_latency,0.28,ns
finish,fill_cells,342,
setup_path,crit_type,"in -> out",
finish,largest_register,"LocalidadesMemoria",
setup_path,crit_path_max_fanout,5,
sta,report.final.slew_viol_count,0,
placement,gp_congestion,0.885,
placement,dpl.hpwl,2.49,mm
placement,io_buffers,10,
sta,period_used_share,0.967,
setup_path,ff2ff_setup_slack,1.32,ns
yosys,avgSynthCellArea,11.2,µm²
global_routing,overflow,0,
global_routing,grt_usage,0.188,
yosys,synth_flops,32,
global_routing,grt_antenna_before_repair,0,
yosys,async_flop_share,1.00,
setup_path,arrival,1.61,ns
finish,syn_to_final_growth,22.4,%
min_path,hold_path.class,"reg -> reg",
yosys,yosysUniqueCellTypes,32,
finish,drive_gt1_frac,0.403,
pwr,peakVddDrop,0.000437,V
yosys,postSynthCellCount,154,
sta,worst_slew_pin_slew,0.566,ns
drt,routed_wl,3.66,mm
sta,finClkSkew,0,ns
setup_path,start_kind,"input pin",
clocking,cts.clk_slew.worst_paths,0.06,ns
where the power goes:
| group | internal (µW) | total, µW | switching (µW) | leakage, µW |
|---|---|---|---|---|
| clock | 267 | 488 | 221 | 0.0000455 |
| combinational | 204 | 345 | 141 | 0.000444 |
| sequential | 760 | 835 | 74.8 | 0.000392 |
| total | 1230 | 1670 | 437 | 0.000882 |
critical path, stage by stage:
cell and delay, ns:
buf_2 0.12, buf_6 0.12, buf_4 0.14, nand3b_1 0.15, a311o_1 0.33, a31oi_1 0.20, clkbuf_2 0.12
repair_timing:
item / in CTS / in global routing
gates resized: 30 / 8
buffers inserted: 4 / 0
endpoints found under the setup margin: 2 / 2
pin swaps: 11 / 5
through the flow:
step | util | hold slack [ns]
5_1_grt | 0.519 | 0.518
3_5_place_dp | 0.481 | 0.487
4_1_cts | 0.518 | 0.501
2_1_floorplan | - | 0.470
3_3_place_gp | 0.481 | 0.483
6_report | 0.519 | 0.498
layout make-up:
type                            instances  share of cell area
Timing Repair Buffer                   30               0.119
Sequential cell                        32               0.380
Inverter                                2             0.00357
Tap cell                               50              0.0297
Clock buffer                            8              0.0428
Multi-Input combinational cell        109               0.425
cell usage in the layout, fill, tap and decap left out, types with 2 or more instances in the layout:
| cell type | n |
|---|---|
| clkdlybuf4s50_1 | 4 |
| nand3b_1 | 16 |
| clkbuf_8 | 6 |
| nor2b_1 | 2 |
| clkbuf_1 | 2 |
| inv_1 | 2 |
| nand4b_1 | 4 |
| a31oi_1 | 3 |
| dfrtp_1 | 32 |
| nor2_1 | 13 |
| nand2_1 | 5 |
| nand2b_1 | 5 |
| a21oi_1 | 2 |
| buf_6 | 6 |
| nand4_1 | 2 |
| nand3_1 | 3 |
| mux2_2 | 32 |
| a21oi_2 | 2 |
| buf_2 | 3 |
| buf_4 | 14 |
per-layer routing:
metal,up-vias,share of wire
met3,7,0.048
met5,-,0
met1,624,0.50
met4,0,0.016
li1,617,-
met2,33,0.43
how the worst max path moves through the flow:
stage	start	to	slack (ns)	cells past startpoint
after CTS	Direccion[3]	DSalida[1]	0.00002	8
after global routing	Direccion[0]	DSalida[0]	0.02	8
final	Direccion[3]	DSalida[1]	0.07	7
cell families (layout without fill, tap and decap cells):
| logic type | Yosys count | in the layout | share of synthesized area |
|---|---|---|---|
| flops | 32 | 32 | 0.465 |
| buf+inv | 13 | 40 | 0.0385 |
| compound gates | 16 | 16 | 0.0684 |
| simple gates | 60 | 60 | 0.212 |
| mux | 33 | 33 | 0.215 |
Power and IR drop assume default switching activity.
