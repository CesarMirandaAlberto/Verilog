### /design/flow/run.sh
#!/bin/bash
# OpenROAD 26Q1-2900-gdf79404cd8, Yosys 0.63+post, stock flow scripts
make -C /OpenROAD-flow-scripts/flow DESIGN_CONFIG=/design/flow/config.mk WORK_HOME=/design/flow/orfs finish
### /design/flow/constraint.sdc
current_design Contador10_Acarreo

set clk_period 1.9
set clk_io_pct 0.2

create_clock -name clk0 -period $clk_period [get_ports {clk}]

set non_clock_inputs [all_inputs -no_clocks]
set_input_delay [expr $clk_period * $clk_io_pct] -clock clk0 $non_clock_inputs
set_output_delay [expr $clk_period * $clk_io_pct] -clock clk0 [all_outputs]
### /design/flow/config.mk
export PLATFORM = sky130hd
export DESIGN_NAME = Contador10_Acarreo
export DESIGN_NICKNAME = Contador10_Acarreo
export VERILOG_FILES = /design/flow/design.v
export SDC_FILE = /design/flow/constraint.sdc
export NUM_CORES = 4
export LEC_CHECK = 1
export CORE_AREA = 10 10 70 70
export DIE_AREA = 0 0 80 80
### /design/flow/design.v
module Contador10_Acarreo (
	input clk,
	input rst,
	output reg Carry,
	output reg [3:0] Q
);
	parameter LIMITE = 4'b1001;  
	always@(posedge clk or posedge rst) begin
		if(rst) begin
			Q <= 4'b0000;  
		end
		else begin
			if(Q == LIMITE) begin
				Q <= 4'b0000;  
				Carry <= 1'b1;  
			end
			else begin
				Q <= Q + 1;  
				Carry <= 1'b0;
			end
		end
	end  
endmodule  
==> results.cfg <==
; synthesis and place-and-route metrics
[run_status]
status = completed

[critical_path]
arrival_ps = 1200
rr_endpoint = Q[3]
end_kind = output port
required_ps = 1520
crit_chain = clkdlybuf4s50_1
path_max_fanout = 7
r2r-start = Q[3]
start_kind = flop
critical_path_depth = 1
r2r.worst_path.cells = 2
critPathMaxStageDelay_ps = 530
crit_type = reg2out
cp_top_family = buffers and inverters
r2r_setup_slack_ps = 870
slowest_stage = clkdlybuf4s50_1
crit_buf_inv = 1

[logic_synthesis]
synth_cells = 17
ys_cells = 17
ys.warnings.count = 1
avgSynthCellArea_um2 = 12.1
postSynthSeqShare = 0.634
syn_area_um2 = 205
synth_cell_types = 12
ys_area_um2 = 205
synth_flops = 5

[cells_and_area]
seq_area_um2 = 130
layout_top_cell = clkdlybuf4s50_1
syn2layout_area_growth_pct = 70.1
comb_area_um2 = 63.8
nFillCells = 403
drive_gt1_frac = 0.185
layout_top_cells = 6 x clkdlybuf4s50_1, 4 x dfrtp_1, 3 x inv_1, 3 x clkbuf_4

[sta]
worst-slew-pin-transition_ps = 201
period_minus_slack_ps = 1580
relSlewSlack = 0.866
finClkSkew_ps = 2.16
slew_viol_final = 0
hold_viol = 0
final-setup-viol-count = 0
rsz0062_at_grt = no
max_freq_ghz = 0.634
setup-tns-final_ps = 0
finalCritPeriodShare = 0.831
worst_hold_slack_ps = 335

[global_route]
grt_max_degree = 8
grt_antenna_before_repair = 0
first_global_vias = 160
grt_pass1_wl_um = 779
overflow = 0
track_usage = 0.0158

[clock_tree]
cts.path.max_buffers = 2
cts_sinks = 5
worstSkewPairLatency_ps = 240
ctsHoldBuffers = 0
root_buffer = clkbuf_4
cts_tree = yes
cts_setup_buffers = 0
cts_buffers = 3
cts.reportedPaths.clkPinSlew_ps = 40
cts_resized = 0
htreeDepth = 1

[pwr]
power_frac_seq = 0.468
p_sw_frac = 0.185
comb_power_share = 0.020
powerDensity_mw_per_mm2 = 675
switchingPower_uw = 43.6
intPower_uw = 192
p_leak_nw = 0.127
ir_worst_vdd_mv = 0.0568
p_clk_frac = 0.512

[job]
tool_warnings = 25
maxCapViolCount = 0

[detailed_routing]
route.detailed.drc = 0
ant_nets = 0
drt_wl_total_um = 486
vias = 152
n_antenna_cell = 0
first_pass_iters = 2
routedWlPerCell_um = 6.66
drt_iter0_drc = 9
avgViaCountPerCell = 2.08

[die]
die_h_um = 80
ios = 7
die_w_um = 80
core_area_mm2 = 0.00342
fp-row-count = 21
chipArea_mm2 = 0.00640
fp_util = 0.0601

[placement]
gp_congestion = 0.672
hpwlAfterDp_um = 408
port_buffers = 6

[min_path]
min_path_type = in2async
-- state kept, by name, indices dropped and copies added, names as in the netlist --
name,cells
Carry,1
Q,4
-- metal layers --
layer | track usage | vias up | part of all wire
met4 | 0.0176 | 0 | 0.074
met3 | 0.00227 | 2 | 0.0041
li1 | - | 78 | -
met5 | 0 | - | 0
met1 | 0.0161 | 68 | 0.37
met2 | 0.0257 | 4 | 0.55
-- logic make-up (layout without fill, tap and decap cells) --
logic type | Yosys count | count (layout) | synth area share
AOI/OAI and AO/OA | 2 | 2 | 0.0731
xor gates and xnor gates | 1 | 1 | 0.0427
buffers and inverters | 3 | 13 | 0.0549
DFF | 5 | 5 | 0.634
muxes | 1 | 1 | 0.0549
and+or+nand+nor | 5 | 5 | 0.140
-- how the worst max path moves through the flow --
stage         startpoint  slack (ps)  endpoint
finish              Q[1]         320      Q[1]
global route        Q[1]         260      Q[1]
CTS                 Q[1]         300      Q[1]
-- cell usage after synthesis --
library cell  number  area [um^2]
nor2_1             1         3.75
nand2_1            1         3.75
dfrtp_1            4          100
nor3_1             1         5.00
a221o_1            1         10.0
nor3b_1            1         7.51
nor2b_2            1         8.76
edfxtp_1           1         30.0
inv_1              3         11.3
o21ai_1            1         5.00
mux2_2             1         11.3
xnor2_1            1         8.76
-- final cells by class --
type	count	share of cell area
Sequential cell	5	0.373
Multi-Input combinational cell	9	0.183
Timing Repair Buffer	6	0.172
Tap cell	46	0.165
Clock buffer	4	0.0753
Inverter	3	0.0323
-- per-stage QoR --
step | area, um^2 | util | cells | power [mW] | setup WS [ps]
6_report | 349 | 0.102 | 73 | 0.236 | 322
5_1_grt | 349 | 0.102 | 73 | 0.251 | 265
4_1_cts | 349 | 0.102 | 73 | 0.243 | 300
3_5_place_dp | 323 | 0.0945 | 69 | 0.117 | 561
3_3_place_gp | 323 | 0.0945 | 69 | 0.117 | 576
2_1_floorplan | 205 | - | 17 | 0.114 | 936
-- power by group through the flow --
stage / Clock, mW / Combinational [mW] / Sequential, mW
CTS: 0.128 / 0.00500 / 0.110
global route: 0.135 / 0.00554 / 0.110
finish: 0.121 / 0.00478 / 0.110
Power figures rest on the tool's default switching activity, not on a simulated workload.
